### /design/flow/run.sh
#!/bin/bash
# OpenROAD 26Q1-2900-gdf79404cd8, Yosys 0.63+post, stock flow scripts
make -C /OpenROAD-flow-scripts/flow DESIGN_CONFIG=/design/flow/config.mk WORK_HOME=/design/flow/orfs finish
### /design/flow/config.mk
export PLATFORM = sky130hd
export DESIGN_NAME = uartTx
export DESIGN_NICKNAME = uartTx
export VERILOG_FILES = /design/flow/design.v
export SDC_FILE = /design/flow/constraint.sdc
export NUM_CORES = 4
export LEC_CHECK = 1
export CORE_AREA = 10 10 96 96
export DIE_AREA = 0 0 106 106
### /design/flow/constraint.sdc
current_design uartTx

set clk_period 2.0
set clk_io_pct 0.2

create_clock -name clk0 -period $clk_period [get_ports {clk}]

set non_clock_inputs [all_inputs -no_clocks]
set_input_delay [expr $clk_period * $clk_io_pct] -clock clk0 $non_clock_inputs
set_output_delay [expr $clk_period * $clk_io_pct] -clock clk0 [all_outputs]
### /design/flow/design.v
`timescale 1ns / 1ps
module uartTx #(CLK_PER_BIT = 9'd434)(
    input clk,
    input tx_data_request,
    input [7:0] tx_data,
    output tx_finish,
    output tx_serial,
    output tx_active
    );
    localparam IDLE = 2'b00,
               START_BIT = 2'b01,
               DATA_BIT = 2'b10,
               STOP_BIT = 2'b11;   
    reg [7:0] data_reg; 
    reg [2:0] index;
    reg [8:0] clock_counter;
    reg [1:0] state;
    reg tx_finish_reg = 1'b0;
    reg tx_active_reg = 1'b0;
    initial begin
        state = IDLE;
    end
    always @(posedge clk)begin
    case(state)
        IDLE : begin
            index <= 0;
            clock_counter <= 0;
            tx_active_reg <= 1'b0;
            tx_finish_reg <= 1'b0;
            if(tx_data_request ==  1'b1)begin
                tx_active_reg <= 1'b1;
                data_reg <= tx_data;
                state <= START_BIT;
            end
            else
                state <= IDLE;
        end
        START_BIT : begin
                tx_serial <= 1'b0;
                if(clock_counter < CLK_PER_BIT - 1)begin
                    clock_counter <= clock_counter + 1;
                    state <= START_BIT;
                end
                else begin
                     clock_counter <= 0;
                     state <= DATA_BIT;
                end
        end
        DATA_BIT : begin
            tx_serial <= data_reg[index];
            if(clock_counter < CLK_PER_BIT - 1) begin
                clock_counter <= clock_counter + 1;
                state <= DATA_BIT;
            end
            else begin
                clock_counter <= 0;
                if(index < 7)begin
                    index <= index + 1;
                    state <= DATA_BIT;
                end
                else begin
                    index <= 0;
                    state <= STOP_BIT;
                end    
            end
        end
        STOP_BIT : begin
                tx_serial <= 1'b1;
                if(clock_counter < CLK_PER_BIT - 1)begin
                    clock_counter <= clock_counter + 1;
                    state <= STOP_BIT;
                end
                else begin
                    clock_counter <= 0;
                    tx_finish_reg <= 1'b1;
                    tx_serial <= 1'b1;
                    tx_active_reg <= 1'b0;
                    state <= IDLE;
                end
        end
    endcase
    end
    assign tx_finish = tx_finish_reg;
    assign tx_active = tx_active_reg;
endmodule
==> impl_metrics.tcl <==
# metrics dict for downstream scripts
set metrics [dict create \
    cp-start-kind "flip-flop" \
    first_pass_iters 3 \
    p_leak_nw 0.453 \
    synth_area_per_cell_sq_um 12.6 \
    synth_area_sq_um 1050 \
    remaining_drc_errors 0 \
    p_sw_mw 0.326 \
    num_antenna_cells 0 \
    h-tree-depth 1 \
    p_int_mw 0.849 \
    antenna_found_initial 0 \
    drive_gt1_share_pct 13.4 \
    yosys_area_sq_um 1050 \
    ir_drop_mv 0.290 \
    ys_cells 83 \
    p_clk_share_pct 25.8 \
    grt_pass1_vias 660 \
    crit_type "flip-flop to flip-flop" \
    edf_count 14 \
    vias_per_cell 3.20 \
    cts_root_buffer "clkbuf_8" \
    power_mw 1.17 \
    wl_um 1850 \
    powerDensity_nw_per_um2 882 \
    slew_viol_final 0 \
    largest_reg_flops 9 \
    cts.hold.buffers_added 0 \
    grt_max_degree 15 \
    setup_viol 0 \
    groute.usage.overall_pct 3.30 \
    power_frac_comb_pct 14.5 \
    syn_inst 83 \
    fp_util_pct 14.5 \
    ys_ff 25 \
    num-fill-cells 812 \
    gp_congestion 0.795 \
    grt_first_pass_wirelength_um 3170 \
    critPathCaptureType "flip-flop" \
    status "complete, no violations" \
    io_buffers 12 \
    global_route.overflow_total 0 \
    worst_slew_margin_rel_pct 77.5 \
    swShare_pct 27.8 \
    seq_power_share_pct 59.7 \
    hp-class "flip-flop to flip-flop" \
    cts_buffers 3 \
    wl_per_cell_um 9.43 \
    tightestPinTransition_ps 337 \
    clk_pin_slew_ps 90 \
    crit_fanout 5 \
    tool_warnings 25 \
    vias 628 \
    drv_cap 0 \
    fin_crit_ps 1670 \
    synthFlopType "edfxtp_1" \
    crit_arrival_ps 1700 \
    cp.required_ps 2030 \
    area_growth_pct 27.4 \
    rsz0062_at_grt "false" \
    cts_tree "built" \
    ys_warn_count 5 \
    timing.final.ws_setup_ps 331 \
    dp_slack_ps 337 \
    fin_skew_ps 7.00 \
    setup_tns_ps 0 \
    initialDrtViolationCount 50 \
    die_y_um 106 \
    fp.dieW_um 106 \
    cts.path.max_buffers 2 \
    hpwl_um 1330 \
    insertion_delay_ps 270 \
    io_pins 13 \
    core-area_sq_um 7210 \
    period_used_pct 83.4 \
    synth_seq_share_pct 61.2 \
    die-area_sq_um 11200 \
    final-hold-violation-count 0 \
    async_reset_ff_share_pct 0 \
    clock_sinks 25 \
    final_antenna_net_count 0 \
    max_freq_mhz 599 \
    synthDistinctLibCells 27 \
    ctsResizeCount 0 \
    rows 31 \
    post_cts_buffers 0 \
]
## worst paths after layout
check / startpoint / to / slack, ps / depth (start not counted)
max: index[0] / tx_serial / 330 / 3
min: clock_counter[0] / clock_counter[0] / 470 / 1
max reg2reg: index[0] / tx_serial / 330 / 3
min reg2reg: clock_counter[0] / clock_counter[0] / 470 / 1
## metrics by stage
step           util [%]  cells  hold slack, ps  cell area [sq um]
2_1_floorplan         -     83             430               1050
3_3_place_gp       17.8    192             450               1290
3_5_place_dp       17.8    192             455               1290
4_1_cts            18.5    196             477               1330
5_1_grt            18.5    196             491               1330
6_report           18.5    196             471               1330
## layout make-up
cell class / count / area, sq um / area share (%)
clock buffers: 3 / 41.3 / 3.10
clock inverters: 1 / 5.00 / 0.376
inverters: 1 / 3.75 / 0.282
multi-input cells: 54 / 390 / 29.3
flip-flops and latches: 25 / 641 / 48.1
well taps: 99 / 124 / 9.30
repair buffers: 13 / 128 / 9.58
## cell usage after synthesis, drive strengths merged (2+ instances only)
master	instances	area share [%]
a21oi	2	0.96
nand2	5	2.0
ha	2	2.4
edfxtp	14	40
mux4	2	4.3
clkbuf	3	1.1
nand3	4	1.9
xnor2	6	5.0
nor2	14	5.0
dfxtp	11	21
xor2	3	2.5
and3	3	1.8
## power by group through the flow
stage / logic [mW] / clock network, mW / registers, mW
4_1_cts: 0.174 / 0.308 / 0.700
6_report: 0.171 / 0.303 / 0.701
5_1_grt: 0.204 / 0.328 / 0.715
## cells in the final DEF (no fill, tap or decap)
cell type / n
a32o_2: 1
a311oi_2: 1
o21a_1: 1
nand2_1: 4
mux4_2: 2
dfxtp_1: 11
and2_1: 1
nand3_1: 4
clkbuf_8: 3
a32oi_1: 1
xor2_1: 3
nor3b_1: 1
inv_1: 1
a21oi_1: 2
or2_2: 1
edfxtp_1: 14
clkdlybuf4s50_1: 12
and4_1: 1
nor4b_1: 1
and3_1: 3
xnor2_1: 6
mux2_2: 1
nand4_1: 1
nor4bb_1: 1
nor2_1: 14
or4_4: 1
buf_4: 1
nand2_2: 1
ha_1: 2
clkinv_2: 1
## worst max-delay path: stages (launching register included)
cell and delay, ps:
edfxtp_1 460, mux4_2 530, mux2_2 280, o21a_1 160
## per-layer routing
layer | wire (um) | global-route usage [%] | share of wire (%)
met2 | 673 | 4.06 | 36
met5 | 0 | 0 | 0
met3 | 141 | 1.77 | 7.6
met4 | 13 | 0.387 | 0.70
met1 | 1020 | 5.04 | 55
## kinds of logic after synthesis
logic type | share of synthesized area, %
simple gates | 17.0
compound gates | 5.02
fa+ha+maj | 2.39
mux | 5.38
buf+inv | 1.43
flops | 61.2
xor+xnor | 7.54
Power is estimated from default activity; no workload was simulated.
