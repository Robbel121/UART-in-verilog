### config.mk
export PLATFORM = sky130hd
export DESIGN_NAME = uartRx
export DESIGN_NICKNAME = uartRx
export VERILOG_FILES = /design/flow/design.v
export SDC_FILE = /design/flow/constraint.sdc
export NUM_CORES = 4
export LEC_CHECK = 1
export CORE_AREA = 10 10 94 94
export DIE_AREA = 0 0 104 104
### run.sh
#!/bin/bash
# OpenROAD 26Q1-2900-gdf79404cd8, Yosys 0.63+post, stock flow scripts
make -C /OpenROAD-flow-scripts/flow DESIGN_CONFIG=/design/flow/config.mk WORK_HOME=/design/flow/orfs finish
### constraint.sdc
current_design uartRx

set clk_period 2.9
set clk_io_pct 0.2

create_clock -name clk0 -period $clk_period [get_ports {clk}]

set non_clock_inputs [all_inputs -no_clocks]
set_input_delay [expr $clk_period * $clk_io_pct] -clock clk0 $non_clock_inputs
set_output_delay [expr $clk_period * $clk_io_pct] -clock clk0 [all_outputs]
### design.v
`timescale 1ns / 1ps
module uartRx
     #(CLK_PER_BIT = 9'd434)  
    (
    input clk,
    input rx_serial,
    output [7:0] rx_data,
    output rx_finish
    );
    localparam IDLE = 2'b00,
                START_BIT = 2'b01,
                DATA_BITS = 2'b10,
                STOP_BIT = 2'b11;
    reg r_rx_data = 1'b1;
    reg reg_rx_data = 1'b1;            
    reg [8:0] clock_counter;
    reg [7:0] data_reg;
    reg [2:0] index;
    reg [1:0] state;
    reg rx_finish_reg;
    assign rx_finish = rx_finish_reg;
    assign rx_data = data_reg;
    initial begin
        state = IDLE;
    end
    always @(posedge clk)begin
        reg_rx_data <= rx_serial;
        r_rx_data <= reg_rx_data;
    end
    always @(posedge clk)begin
        case(state)
            IDLE: begin  
                clock_counter <= 0;
                index <= 0;
                 rx_finish_reg <= 1'b0;
                if(r_rx_data == 1'b0)  
                    state <= START_BIT;
                else
                    state <= IDLE;
            end
            START_BIT : begin
                    if(clock_counter == (CLK_PER_BIT -1)/2)begin  
                            if(r_rx_data == 1'b0)begin
                                clock_counter <= 0;
                                state <= DATA_BITS;
                            end
                            else
                                state <=  IDLE;
                    end
                    else begin
                        clock_counter <= clock_counter +1;
                        state <= START_BIT;
                    end
            end
            DATA_BITS : begin
                    if((clock_counter == CLK_PER_BIT - 1))begin  
                        clock_counter <= 0;
                        data_reg[index] <= rx_serial;
                        if(index < 7)begin  
                            index <=  index + 1;
                            state <= DATA_BITS;
                        end
                        else begin
                            index <= 0;
                            state <= STOP_BIT;
                        end
                    end
                    else begin
                       clock_counter <=  clock_counter + 1;
                       state <= DATA_BITS; 
                    end
              end
              STOP_BIT : begin
                    if((clock_counter == CLK_PER_BIT - 1))begin 
                        if(r_rx_data == 1'b1)begin
                            rx_finish_reg <= 1'b1;
                            state <= IDLE; 
                        end
                        else 
                            state <= IDLE;
                            clock_counter <= 0;
                    end
                    else begin
                        clock_counter <= clock_counter + 1;
                        state <= STOP_BIT;
                    end
              end
        endcase
    end
endmodule
==> results.json <==
{
  "final_util_pct": 23.7,
  "vias": 888,
  "synthTopCellsByArea": "edfxtp_1 46%, ha_1 6.3%, dfxtp_1 5.8%",
  "grt_pass1_vias": 876,
  "rr_worst_depth": 5,
  "clock_latency_ns": 0.27,
  "synth-seq-cells": 25,
  "worstPathMaxFanout": 12,
  "cts_buffers": 3,
  "routabilityCongestion": 0.758,
  "wirelength_mm": 2.34,
  "drc": 0,
  "yosys-stat-area_um2": 1380,
  "syn_inst": 121,
  "edf_count": 21,
  "io_pins": 11,
  "worst_setup_path_end_kind": "flip-flop",
  "yosys_most_used_dff": "edfxtp_1",
  "dieArea_um2": 10800,
  "timing.final.ws_setup_ns": 0.837,
  "total_power_uw": 593,
  "finalSetupTns_ns": 0,
  "place_area_um2": 1580,
  "synth_warnings": 1,
  "place_hpwl_mm": 1.75,
  "post_cts_resized": 0,
  "rsz0062_at_grt": "no",
  "status": "completed",
  "cp-startpoint": "index[0]$_SDFFCE_PP0P_",
  "min_path_type": "reg2reg",
  "ant_nets": 0,
  "finalSetupViolations": 0,
  "p_per_area_nw_per_um2": 366,
  "ir_drop_mv": 0.179,
  "die_w_um": 104,
  "clk_pin_slew_worst_paths_ns": 0.09,
  "cp-start-kind": "flip-flop",
  "port_buffers": 10,
  "cts_max_level": 1,
  "post_cts_buffers": 0,
  "synth_cell_type_count": 37,
  "grt_max_degree": 15,
  "cts.sinks": 25,
  "warnings": 30,
  "clock_path_buffers": 2,
  "ys_seq_share_pct": 51.4,
  "fin_crit_ns": 2.06,
  "cap_viol_max_count": 0,
  "leakage_nw": 0.550,
  "cts_tree": "yes",
  "largest_register_ffs": 9,
  "core_area_um2": 6830,
  "overflow": 0,
  "layout-drive-gt1-share_pct": 6.92,
  "hold_depth": 0,
  "skew_ns": 0.00636,
  "fin_area_um2": 1620,
  "fp_util_pct": 20.2,
  "max_stage_delay_ns": 0.57,
  "firstDrtPassIters": 4,
  "avgSynthCellArea_um2": 11.4,
  "cp_cell_sequence": "inv_1, ha_1, xnor2_1, nor4b_1, mux2_1",
  "grt_pass1_wl_mm": 4.15,
  "rows": 30,
  "grt_usage_pct": 4.37,
  "crit_type": "reg2reg",
  "die_y_um": 104,
  "r2r_end": "data_reg[6]$_DFFE_PP_",
  "async_flop_share_pct": 0,
  "antenna_cells_inserted": 0,
  "finalClockPeriodUsage_pct": 71.1,
  "hold_viol_final": 0,
  "hold_buffers": 0,
  "ys_cells": 121,
  "syn-cell-area_um2": 1380,
  "antenna_found_initial": 0,
  "dpl_worst_slack_ns": 0.823,
  "critPathCapture": "data_reg[6]$_DFFE_PP_",
  "r2r-start": "index[0]$_SDFFCE_PP0P_",
  "crit_required_ns": 2.92,
  "wl_per_cell_um": 10.4,
  "top_area_cell": "edfxtp_1",
  "slew-limit-headroom_pct": 57.2,
  "yosysTopAreaCellShare_pct": 45.6,
  "crit_arrival_ns": 2.08,
  "tightest_slew_ns": 0.640,
  "root_buffer": "clkbuf_8",
  "slowest_stage": "edfxtp_1",
  "fmax_mhz": 485,
  "vias_per_cell": 3.93,
  "synthToLayoutAreaGrowth_pct": 17.3,
  "drtIter0Drc": 55,
  "maxSlewViolCount": 0,
  "r2r_slack_ns": 0.84
}
-- cell families after synthesis --
family / Yosys count / synth area share [%]
adder cells (fa/ha/maj): 7 / 6.33
multiplexers: 4 / 3.26
flip-flops: 25 / 51.4
AND/OR/NAND/NOR: 42 / 19.0
buffers and inverters: 12 / 3.89
XOR/XNOR: 6 / 3.80
AND-OR/OR-AND: 25 / 12.3
-- worst min-delay path by stage --
stage                          startpoint                 to
after CTS             reg_rx_data$_DFF_P_  r_rx_data$_DFF_P_
after global routing  reg_rx_data$_DFF_P_  r_rx_data$_DFF_P_
final                 reg_rx_data$_DFF_P_  r_rx_data$_DFF_P_
-- cell type report --
type / count / area [um2]
tap: 96 / 120
inverter: 7 / 26.3
sequential: 25 / 711
clock inverter: 1 / 5.00
timing repair buffer: 10 / 100
multi-input combinational: 84 / 618
fill: 730 / 5210
clock buffer: 3 / 41.3
-- power by group --
group	switching, mW	internal [mW]
sequential	0.000866	0.385
combinational	0.00214	0.00198
clock	0.108	0.0959
total	0.111	0.483
-- cells in the final DEF, fill, tap and decap left out --
master	synthesis	layout
ha_1	7	7
nor2_1	6	6
or4_1	1	1
inv_1	6	6
and2_1	1	1
xor2_1	4	4
o21ai_2	1	1
dfxtp_1	4	4
o22ai_1	1	1
nor3_1	1	1
nand4b_1	1	1
nor4b_1	2	2
mux2_1	4	4
o2bb2ai_1	5	5
nand3b_1	1	1
a21oi_1	7	7
nand2_1	8	8
and3_1	2	2
clkdlybuf4s50_1	0	10
nor4_1	2	2
nand4b_2	1	1
clkinv_2	0	1
nand4bb_4	1	1
nand4bb_1	1	1
inv_2	1	1
o32ai_1	1	1
o21ai_0	5	5
or3_1	4	4
edfxtp_1	21	21
a22oi_1	4	4
nand3_1	7	7
clkbuf_8	0	3
o211ai_2	1	1
or2_1	1	1
nand4_1	1	1
nand2b_1	1	1
xnor2_1	2	2
-- worst max-delay path: cells and delay by family (launching register included) --
kind	cells	cell delay, ns
XOR/XNOR	1	0.21
adder cells (fa/ha/maj)	1	0.25
buffers and inverters	1	0.08
flip-flops	1	0.57
multiplexers	1	0.35
AND/OR/NAND/NOR	1	0.35
-- cells in the mapped netlist (all sizes together), types with 2 or more instances --
master / count
a21oi: 7
a22oi: 4
and3: 2
buf: 2
clkbuf: 3
dfxtp: 4
edfxtp: 21
ha: 7
inv: 7
mux2: 4
nand2: 8
nand3: 7
nand4b: 2
nand4bb: 2
nor2: 6
nor4: 2
nor4b: 2
o21ai: 6
o2bb2ai: 5
or3: 4
xnor2: 2
xor2: 4
-- through the flow --
stage,cells,hold WS (ns)
detailed placement,222,0.319
global placement,222,0.311
global route,226,0.355
CTS,226,0.335
floorplan,121,0.310
finish,226,0.328
-- routing by layer --
metal | track usage [%] | routed length (um)
met1 | 6.47 | 1140
met2 | 6.67 | 1130
met3 | 0.752 | 53
met4 | 0.696 | 24
met5 | 0 | 0
No activity file was given, so power comes from the tool's default toggle rates.
